--- flow/run.sh ---
#!/bin/bash
# OpenROAD 26Q1-2900-gdf79404cd8, Yosys 0.63+post, stock flow scripts
make -C /OpenROAD-flow-scripts/flow DESIGN_CONFIG=/design/flow/config.mk WORK_HOME=/design/flow/orfs finish
--- flow/config.mk ---
export PLATFORM = sky130hd
export DESIGN_NAME = uart_rx
export DESIGN_NICKNAME = uart_rx
export VERILOG_FILES = /design/flow/design.v
export SDC_FILE = /design/flow/constraint.sdc
export NUM_CORES = 4
export LEC_CHECK = 1
export CORE_AREA = 10 10 111 111
export DIE_AREA = 0 0 121 121
--- flow/constraint.sdc ---
current_design uart_rx

set clk_period 2.5
set clk_io_pct 0.2

create_clock -name clk0 -period $clk_period [get_ports {clk}]

set non_clock_inputs [all_inputs -no_clocks]
set_input_delay [expr $clk_period * $clk_io_pct] -clock clk0 $non_clock_inputs
set_output_delay [expr $clk_period * $clk_io_pct] -clock clk0 [all_outputs]
--- flow/design.v ---
module uart_rx #(
    parameter SEQ = 100000000,
    parameter BAUD_RATE = 9600,
    parameter n = 8
)(
input wire clk,rst_n,rd_en,RX,
output reg rd_done,
output reg [7:0] data_out
);
localparam t_baud = SEQ/BAUD_RATE;
reg [$clog2(t_baud) - 1:0] count_t;
reg [$clog2(n) - 1:0] index;
reg [1:0] STATE = IDLE;
reg [1:0] NEXT_STATE;
reg [n-1:0] data_reg;
wire t_eq_baud_half;
wire t_eq_baud;
wire bit_eq_8;
wire t_eq_1x5baud;
assign bit_eq_8 = (index == n-1)?1:0;
assign t_eq_baud = (count_t == t_baud -1)?1:0;
assign t_eq_baud_half = (count_t == (t_baud -1)/2)?1:0;
assign t_eq_1x5baud = (count_t == (t_baud + (t_baud -1)/2))?1:0;
localparam [1:0] IDLE = 2'b00;
localparam [1:0] START_BIT = 2'b01;
localparam [1:0] DATA_BIT = 2'b10;
localparam [1:0] STOP_BIT = 2'b11;
always @(posedge clk or negedge rst_n) begin
    if (~rst_n) begin
        STATE <= IDLE;
    end 
    else begin
        STATE <= NEXT_STATE;
        end
end
always @(posedge clk) begin
    NEXT_STATE <= STATE;
    case (STATE)
    IDLE : begin
        index <= 0;
        rd_done <= 1'b0;
        count_t <= 0;
        if (rd_en && ~RX) begin
            NEXT_STATE <= START_BIT;
        end
        end 
    START_BIT  : begin
        if(~t_eq_baud_half) begin
            count_t <= count_t + 1;
            end
        else begin
            count_t <= 0;
            NEXT_STATE <= DATA_BIT;
        end
        end
    DATA_BIT  : begin
        if(~t_eq_baud) begin
            count_t <= count_t + 1;
        end else  begin
            count_t <= 0;
            data_reg[index] <= RX;
            if(~bit_eq_8) begin
                index <= index + 1;
                end
            else begin
                NEXT_STATE <= STOP_BIT;
            end
            end
    end
    STOP_BIT  : begin
        if(~t_eq_1x5baud)begin
            count_t <= count_t + 1;
        end else begin 
            rd_done <= 1;
            data_out <= data_reg;
            NEXT_STATE <= IDLE;
        end
        end
    default: NEXT_STATE <= IDLE;
endcase
    end
endmodule
==> results.txt <==
impl run done, here's what came out: yosys cell count 158, gate count of the mapped netlist 158, post-synth top area share 55.21%, Cell variety after synth 31, TNS Setup 0 ns, first-pass GRT wire length 5.478 mm, fmax 0.4610 GHz, fin crit period 2.169 ns, Setup Viol. Count Final 0, Worst Path Arrival 2.15 ns, clk_skew 0.002451 ns, met2 wire len 1.412 mm, top fanout value on the critical path 8, Root Buffer clkbuf_8, top cells, area edfxtp_1 (55%), nor2_1 (4.9%), xnor2_1 (4.3%), Leak 0.7870 nW, CTS clk-pin slew, worst paths 0.07 ns, diodes inserted 0, vias per cell 3.881, synthesis warning total 1, core area 9864 µm², Critical Path Start count_t[4]$_DFFE_PP_, Overflow after GRT 0, FF-to-FF Start count_t[4]$_DFFE_PP_, Synth Register Bits 38, PnR Total Power 1.433 mW, Startpoint Class register, outcome complete, no violations, wire length per cell 10.48 µm, FP Core Util 18.75%, final worst slack 0.3308 ns, Yosys top cell by area edfxtp_1, number of flip-flops in the largest register 14, Slew Limit Fails 0, pwr/cell area 643.2 nW/µm², nature of the critical path endpoint register, Routed Antenna Nets 0, Clock Tree Buf Depth 2, # IOs 13, synthesized area per cell 11.70 µm², vias in the first global route 1146, hold wc startpoint NEXT_STATE[1]$_DFF_P_, met1 WL 1.544 mm, fin cells 310, Met3 Wirelength 250 µm, largest net degree at the start of global routing 17, total via count in the routed design 1203, most frequent logic cell in the layout edfxtp_1, max layer used met4, DRC Markers 0, Finished Core Util 22.58%, chip width 121 µm, Core Rows 36, First-pass DRT Iterations 4, Post-CTS Setup Inserts 0, DP Worst Slack 0.3400 ns, YS chip area 1849 µm², htree depth 2, number of enable flip-flop cells 34, Critical Path RT 2.48 ns, Setup CP Type reg2reg, clk ins delay skew pair 0.29 ns, Slew @ Worst Pin 0.5287 ns, die area 14640 µm², Top cells excl fill/tap edfxtp_1 (34), nor2_1 (24), nand2_1 (16), RSZ-0062 raised after global routing false, initial antenna violation count 0, Initial DRC Count 138, Sink Count 38, GRT Overall Usage 4.524%, routability-driven placement congestion ratio 0.8570, Hold Path Class reg2reg, placed instance count 302, Most common reg cell edfxtp_1, tool warnings 28, fraction of layout cells with a size suffix above 1 9.040%, Die Y-Extent 121 µm, Worst VDD drop 0.2232 mV, TritonCTS clock tree yes, Worst slew margin 64.63%, mapped cell area 1849 µm², cts repair resizes 0, area grow syn2layout 20.43%, Max Cap Viol 0, final wirelength 3.249 mm, Post-CTS Hold Fix Bufs 0, post-synthesis sequential area ratio 60.08%, PortBufs 12, fin crit share 86.77%, DP HPWL 2.315 mm, Hold Vio Cnt, Final 0, cts bufs inserted 5, Post-synth ARST share 5.263%
==> cell type report <==
class                      count  area (µm²)
timing repair buffer          14       135.1
clock inverter                 2       12.51
fill                        1034        7637
clock buffer                   6       82.58
inverter                       8       30.03
sequential                    38        1111
tap                          133       166.4
multi-input combinational    109       689.4
==> power by group <==
| group | total [mW] | switching (mW) | internal [mW] |
|---|---|---|---|
| Combinational | 0.177 | 0.0962 | 0.0809 |
| Sequential | 0.816 | 0.0620 | 0.754 |
| Clock | 0.440 | 0.218 | 0.222 |
| Total | 1.43 | 0.376 | 1.06 |
==> Yosys cell counts (3+ instances only) <==
master    count
nand4_1       5
edfxtp_1     34
o21ai_0       5
nand3_1       8
nand2_1      16
and3_1        3
xnor2_1       9
xor2_1        5
nor3_1        6
nor4_1        3
inv_1         8
nor2_1       24
ha_1          6
==> worst max-delay path, cell delays in order (launching register included) <==
cell and delay [ns]:
edfxtp_1 0.50, or3_4 0.42, or4_4 0.56, o21a_1 0.19, nor2_1 0.19
==> routing by layer <==
layer / up-vias / global-route usage (%)
met5: - / 0
met4: 0 / 0.6787
met3: 6 / 1.937
met2: 26 / 6.667
met1: 562 / 6.229
li1: 609 / -
==> per-stage QoR <==
stage	cell area (µm²)	hold slack, ns
after detailed placement	2132	0.3202
after global routing	2227	0.3362
final	2227	0.3302
after global placement	2132	0.3177
after CTS	2227	0.3319
after floorplan	1849	0.2044
==> worst paths after layout <==
path                       slack, ns                endpoint  cells after the start
max in group asynchronous       2.02      STATE[0]$_DFF_PN0_                      1
max                             0.33  index[0]$_SDFFCE_PN0P_                      4
min reg2reg                     0.33      STATE[1]$_DFF_PN0_                      0
min                             0.33      STATE[1]$_DFF_PN0_                      0
min in group asynchronous       0.36      STATE[1]$_DFF_PN0_                      1
max reg2reg                     0.33  index[0]$_SDFFCE_PN0P_                      4
==> cells by family after synthesis <==
family,share of synthesized area [%]
AND-OR/OR-AND,5.819
XOR/XNOR,6.631
adder cells (fa/ha/maj),4.059
buffers and inverters,2.639
flip-flops,60.08
multiplexers,1.218
AND/OR/NAND/NOR,19.55
No activity file was given, so power comes from the tool's default toggle rates.
